[flow/run.sh]
#!/bin/bash
# OpenROAD 26Q1-2900-gdf79404cd8, Yosys 0.63+post, stock flow scripts
make -C /OpenROAD-flow-scripts/flow DESIGN_CONFIG=/design/flow/config.mk WORK_HOME=/design/flow/orfs finish
[flow/config.mk]
export PLATFORM = sky130hd
export DESIGN_NAME = Mux_3bits
export DESIGN_NICKNAME = Mux_3bits
export VERILOG_FILES = /design/flow/design.v
export SDC_FILE = /design/flow/constraint.sdc
export NUM_CORES = 4
export LEC_CHECK = 1
export CORE_AREA = 10 10 146 146
export DIE_AREA = 0 0 156 156
[flow/constraint.sdc]
current_design Mux_3bits

set clk_period 6.3
set clk_io_pct 0.2

create_clock -name clk0 -period $clk_period

set non_clock_inputs [all_inputs -no_clocks]
set_input_delay [expr $clk_period * $clk_io_pct] -clock clk0 $non_clock_inputs
set_output_delay [expr $clk_period * $clk_io_pct] -clock clk0 [all_outputs]
[flow/design.v]
module Mux_3bits(
    input wire [2:0] ctrl,
    input wire [31:0] o0,
    input wire [31:0] o1,
    input wire [31:0] o2,
    input wire [31:0] o3,
    input wire [31:0] o4,
    input wire [31:0] o5,
    input wire [31:0] o6,
    input wire [31:0] o7,
    output wire [31:0] out
);
assign out =    (ctrl == 3'b000) ? o0 :
                (ctrl == 3'b001) ? o1 :
                (ctrl == 3'b010) ? o2 :
                (ctrl == 3'b011) ? o3 :
                (ctrl == 3'b100) ? o4 :
                (ctrl == 3'b101) ? o5 :
                (ctrl == 3'b110) ? o6 :
                (ctrl == 3'b111) ? o7 :
                                   o0; 
endmodule
==> results.txt <==
The synthesis and PnR run went through. Number of hold buffers added after CTS landed at 0. Summed over all nets, the switching power comes to 132 uW. Following the worst setup path forward leads to its endpoint at out[4]. In the log, the iteration count for the first detailed-route pass is 4. Worst path arrival time landed at 3.35 ns. The final route contains 4,129 vias. Dividing the detail-routed wire length by the instance count gives roughly 18 um. Per the OpenROAD floorplan log, the area of the die is between 20,000 and 25,000 um^2.

Post-cts gate resize count landed at 0. Combinational fraction of design power landed at ~100%. Sorting the Yosys area breakdown by cell type puts at the top sky130_fd_sc_hd__a21oi_1.

By area the synthesized netlist is led by sky130_fd_sc_hd__a21oi_1, sky130_fd_sc_hd__nand2b_1, sky130_fd_sc_hd__nor2b_1. Looking at the max-slew report, the worst-margin pin has a slew of between 0.7 and 0.8 ns. Compared with the post-synthesis result, the final layout area differs by 99.9%.

Max-cap violations in this run came to 0. Share of synthesized area occupied by flip-flops and latches landed at 0%. Setup slack on the critical path of the routed design comes to between 1.5 and 2 ns. Max-slew violation count landed at 0. After floorplanning, the core was sized to cover around 18,000 um^2. Number of antenna violations at the first check in global routing landed at 0. Count of clock-net buffers in the final layout landed at 0. Normalized max-slew margin landed at 51.4%.

Pin placement for this block handled roughly 290 I/O pins. Number of port buffers landed at about 290. Switching fraction of total power landed at 33.3%. Yosys warning count landed at 0. Synthesis produced between 400 and 500 cells. Total length of routed wires landed at approximately 16,000 um. The most critical setup path has its startpoint at ctrl[1].

Vias per cell landed at between 4 and 5. Cell internal power was estimated by the tool at 265 uW. Total power normalized to cell area comes to about 67 nW/um^2. The floorplan step set the die height to ~160 um. Clock share of power landed at 0%. After clock tree synthesis, the setup repair step added 0 buffers. Summing every instance area after synthesis gives ~3000 um^2. The total overflow left after global routing is 0. Global routing consumed, over all layers together, about an eighth of the routing resources. Chip width landed at 156 um. For this configuration, the core starts out at a cell density of between 15 and 20%. Dividing the final minimum period by the clock period gives between 70% and 80%.

Required time at the endpoint of the critical path landed at just over 5 ns. Leakage power landed at ~0.0021 uW. Per the detail_route report, DRC violations left total 0. Summed over its instances, the top area cell type makes up 17.7% of the synthesized netlist area. The worst setup path is launched from an input port. Final setup violation count landed at 0. The routed design ends up with an antenna cell count of 0. Maximum clock frequency landed at roughly 220 MHz. The final timing report derives a shortest allowable period of between 4 and 5 ns.

Number of global-route vias before repair landed at 4,203. Tally of unique sky130hd cells used after synthesis landed at 23. The type recorded for the worst min-delay path is input port to primary output.

A synthesized cell averages between 6 and 7 um^2. Initial detailed-routing violation count landed at between 150 and 200. The worst setup path is captured at a primary output. Sequential group share of total power landed at 0%. Final number of hold-violating endpoints landed at 0. Layout cell share with drive strength beyond 1 landed at 6.11%. Adding up every negative setup slack in the final design gives 0 ns.

Peak supply drop landed at around 0.022 mV. Stage-log warning count landed at 34. The number of cells reported by Yosys stat comes to 457. The first global-routing pass estimated between 20,000 and 25,000 um of wire.

For this run, the chip area from Yosys synthesis comes to approximately 3000 um^2. Standard-cell row count landed at roughly 49. Yosys reports that the most numerous cell types are sky130_fd_sc_hd__a21oi_1, sky130_fd_sc_hd__nand2b_1, sky130_fd_sc_hd__nor2b_1. The most frequently used library cell after synthesis is sky130_fd_sc_hd__a21oi_1. The detail route stage leaves a number of antenna-violating nets equal to 0. Maximum fanout encountered on the critical timing path landed at around 49.

The run finished with clean final reports. Detailed placement ended at an HPWL of ~13,000 um. Entering global routing, the biggest net connects 101 pins. Pre-CTS setup slack landed at between 1.5 and 2 ns.

Final sequential cell count landed at 0. By startpoint and endpoint, the worst setup path is classified as input port to primary output. The worst hold path passes through 3 cells. Setup repair after global routing left no endpoint under its margin. Summing all flip-flop and latch instances after layout gives 0 um^2.

Final weighted congestion in routability-driven placement landed at about 0.90.
==> metal layers <==
layer  global-route usage, %  routed length [um]  part of all wire [%]  vias to the layer above
met5                       0                   0                     0                        -
met4                    1.03                 123                  0.75                        0
met3                    2.99                1240                   7.6                        9
met2                    22.0                8180                    50                      137
met1                    15.7                6820                    42                     1816
li1                        -                   -                     -                     2167
==> per-stage QoR <==
stage,instances,util (%),hold slack [ns],instance area (um^2),power (uW)
after global placement,933,32.8,3.47,5930,401
after global routing,933,32.8,3.49,5930,434
after detailed placement,933,32.8,3.47,5930,399
after floorplan,457,-,2.58,2960,161
final,933,32.8,3.46,5930,397
after CTS,933,32.8,3.47,5930,401
==> worst min-delay path by stage <==
stage	to	start	slack, ns
after CTS	out[15]	o0[15]	3.47
after global routing	out[24]	o0[24]	3.49
final	out[15]	o0[15]	3.46
==> cell usage in the layout, fill, tap and decap left out, types with 10 or more instances in the layout <==
cell,n
sky130_fd_sc_hd__nor2_1,26
sky130_fd_sc_hd__mux2i_1,24
sky130_fd_sc_hd__o21a_1,10
sky130_fd_sc_hd__a21oi_1,105
sky130_fd_sc_hd__a211oi_1,20
sky130_fd_sc_hd__nor2b_1,46
sky130_fd_sc_hd__nand2_1,21
sky130_fd_sc_hd__clkdlybuf4s50_1,288
sky130_fd_sc_hd__nand2b_1,65
sky130_fd_sc_hd__mux2_2,21
sky130_fd_sc_hd__o22ai_1,30
==> power by group through the flow <==
stage	clock network (uW)	registers [uW]	logic [uW]
4_1_cts	0	0	401
5_1_grt	0	0	434
6_report	0	0	397
==> final cells by class <==
| type | instances | area [um^2] |
|---|---|---|
| timing repair buffer | 296 | 2960 |
| fill | 1936 | 12200 |
| multi-input combinational | 408 | 2680 |
| tap | 229 | 287 |
==> cells by family after synthesis <==
kind of cell	Yosys count	synth area share, %
muxes	51	19.1
buffers and inverters	49	9.58
and+or+nand+nor	161	30.1
AOI/OAI and AO/OA	196	41.2
==> critical path: stages <==
cell	delay (ns)
sky130_fd_sc_hd__buf_4	0.42
sky130_fd_sc_hd__or2_2	0.69
sky130_fd_sc_hd__nor2_1	0.27
sky130_fd_sc_hd__a21o_1	0.24
sky130_fd_sc_hd__clkdlybuf4s50_1	0.42
Power figures rest on the tool's default switching activity, not on a simulated workload.
