===== flow/constraint.sdc =====
current_design Mux_iord

set clk_period 3.9
set clk_io_pct 0.2

create_clock -name clk0 -period $clk_period

set non_clock_inputs [all_inputs -no_clocks]
set_input_delay [expr $clk_period * $clk_io_pct] -clock clk0 $non_clock_inputs
set_output_delay [expr $clk_period * $clk_io_pct] -clock clk0 [all_outputs]

===== flow/config.mk =====
export PLATFORM = sky130hd
export DESIGN_NAME = Mux_iord
export DESIGN_NICKNAME = Mux_iord
export VERILOG_FILES = /design/flow/design.v
export SDC_FILE = /design/flow/constraint.sdc
export NUM_CORES = 4
export LEC_CHECK = 1
export CORE_AREA = 10 10 70 70
export DIE_AREA = 0 0 80 80

===== flow/design.v =====
module Mux_iord (
input wire[2:0]IorD,
input wire[31:0] Data_0,
input wire[31:0] Data_1,
output wire[31:0] Data_Out
);
wire [31:0] A1;
wire [31:0] A2;
wire [31:0] A3;
wire [31:0] A4;
wire [31:0] A5;
assign A1 = (IorD == 3'b100) ? 32'd255 : 32'b0;  
assign A2 = (IorD == 3'b011) ? 32'd255 : A1;
assign A3 = (IorD == 3'b010) ? 32'd254 : A2;
assign A4 = (IorD == 3'b010) ? 32'd253 : A3;
assign A5 = (IorD == 3'b001) ? Data_1 : A4;
assign Data_Out = (IorD == 3'b000) ? Data_0 : A5;
endmodule

===== flow/run.sh =====
#!/bin/bash
# OpenROAD 26Q1-2900-gdf79404cd8, Yosys 0.63+post, stock flow scripts
make -C /OpenROAD-flow-scripts/flow DESIGN_CONFIG=/design/flow/config.mk WORK_HOME=/design/flow/orfs finish

==> flow_summary.json <==
{
  "min_period_over_period": 0.852,
  "start_kind": "primary input",
  "final_cells": 213,
  "dp.cells": 213,
  "cts_hold_buf": 0,
  "ant_nets": 0,
  "peakVddDrop_mv": 0.0397,
  "fin_util": 0.451,
  "log.warning_count": 32,
  "worstSetupEndpointType": "primary output",
  "status": "finished clean",
  "gp_congestion": 0.732,
  "rows": 21,
  "flop_area_sq_um": 0,
  "grt.total_usage": 0.0875,
  "cp_cell_sequence": "clkdlybuf4s50_1 > or2_2 > nor2_1 > clkdlybuf4s50_1",
  "ys_cells": 76,
  "port_buffers": 99,
  "clkbuf_count": 0,
  "grt_max_degree": 35,
  "nFlopsAndLatches": 0,
  "io-pin-count": 99,
  "layout_top_cells": "clkdlybuf4s50_1 (98), mux2i_1 (25), nor2_1 (24)",
  "fp.dieH_microns": 80,
  "syn2layout_area_growth_pct": 185,
  "fp_util": 0.158,
  "fill_cells": 348,
  "die_w_microns": 80,
  "crit_slowest_cell": "clkdlybuf4s50_1",
  "chip_area_sq_mm": 0.00640,
  "dr.pass1.iters": 2,
  "cp.arrival_ps": 2540,
  "drtIter0Drc": 21,
  "grt_overflow": 0,
  "timing.fmax_mhz": 301,
  "grt_pass1_vias": 984,
  "synthesis.instances": 76,
  "power.total_uw": 146,
  "slew_headroom": 0.439,
  "critPathMaxFanout": 24,
  "path_common_cell": "clkdlybuf4s50_1",
  "setup_viol": 0,
  "required_ps": 3120,
  "synth_cell_type_count": 11,
  "holdWs_ps": 2530,
  "antenna_found_initial": 0,
  "drv_cap": 0,
  "drive_gt1_frac": 0.0120,
  "fin_tns_setup_ps": 0,
  "min_period_ps": 3320,
  "post-cts-setup-buffer-count": 0,
  "worstSetupPathType": "primary input to primary output",
  "dp_hpwl_microns": 2750,
  "grt_pass1_wl_microns": 4660,
  "yosysSeqAreaShare": 0,
  "drc": 0,
  "diodes": 0,
  "ys_area_sq_um": 541,
  "via_per_inst": 4.23,
  "cts_resized": 0,
  "power.leakage_nw": 0.636,
  "via_count": 901,
  "hold_viol": 0,
  "cpPeakStageDelay_ps": 560,
  "yosysWarnings": 0,
  "rsz0062_at_grt": "no",
  "syn-cell-area_sq_um": 541,
  "power-per-cell-area_mw_per_mm2": 94.7,
  "wl_per_cell_microns": 14.7,
  "synth_area_per_cell_sq_um": 7.11,
  "core_area_sq_mm": 0.00342,
  "tightest_slew_ps": 841,
  "routed_wl_microns": 3140,
  "slew_violations": 0,
  "hold_class": "primary input to primary output",
  "mostFrequentLayoutCell": "clkdlybuf4s50_1"
}
## synthesized netlist by cell type
library cell / count / area, sq um
nand2b_1: 1 / 6.26
or2_2: 1 / 6.26
o21bai_1: 2 / 15.0
buf_4: 2 / 15.0
mux2i_1: 25 / 250
buf_6: 1 / 11.3
o21ai_1: 1 / 5.00
clkbuf_1: 5 / 18.8
or4_1: 7 / 52.6
o211a_1: 7 / 70.1
nor2_1: 24 / 90.1
## area by class of cell
| type | count | area [sq um] | share of cell area |
|---|---|---|---|
| multi-input cells | 68 | 495 | 0.322 |
| well taps | 46 | 57.6 | 0.0374 |
| repair buffers | 99 | 986 | 0.641 |
## logic make-up after synthesis
kind of cell    share of synthesized area
compound gates                      0.167
mux                                 0.463
simple gates                        0.287
buf+inv                            0.0833
## metal layers
metal | track usage | wire, microns | up-vias
met5 | 0 | 0 | -
met4 | 0.00528 | 0 | 0
met3 | 0.0455 | 389 | 0
met2 | 0.155 | 1530 | 55
met1 | 0.0943 | 1220 | 381
li1 | - | - | 465
## final timing paths
check                      start            to  slack, ps  cells after the start
worst max-delay path     IorD[1]  Data_Out[24]        580                      4
worst min-delay path  Data_0[17]  Data_Out[17]       2530                      4
## worst max-delay path, delay by kind of cell
family / cells / cell delay, ps
buffers and inverters: 2 / 1040
AND/OR/NAND/NOR: 2 / 720
## stage by stage
stage,cell area (sq um),worst slack [ps]
2_1_floorplan,541,1590
3_3_place_gp,1540,577
3_5_place_dp,1540,536
4_1_cts,1540,542
5_1_grt,1540,391
6_report,1540,577
## power by group
| part | switching [mW] | leakage, nW | internal [mW] |
|---|---|---|---|
| clock | 0 | 0 | 0 |
| combinational | 0.0373 | 0.636 | 0.108 |
| sequential | 0 | 0 | 0 |
No activity file was given, so power comes from the tool's default toggle rates.
