`flow/config.mk`:
```
export PLATFORM = sky130hd
export DESIGN_NAME = Mux_2bits
export DESIGN_NICKNAME = Mux_2bits
export VERILOG_FILES = /design/flow/design.v
export SDC_FILE = /design/flow/constraint.sdc
export NUM_CORES = 4
export LEC_CHECK = 1
export CORE_AREA = 10 10 99 99
export DIE_AREA = 0 0 109 109
```
`flow/constraint.sdc`:
```
current_design Mux_2bits

set clk_period 2.7
set clk_io_pct 0.2

create_clock -name clk0 -period $clk_period

set non_clock_inputs [all_inputs -no_clocks]
set_input_delay [expr $clk_period * $clk_io_pct] -clock clk0 $non_clock_inputs
set_output_delay [expr $clk_period * $clk_io_pct] -clock clk0 [all_outputs]
```
`flow/design.v`:
```
module Mux_2bits(
    input wire [1:0] ctrl,
    input wire [31:0] o0,
    input wire [31:0] o1,
    input wire [31:0] o2,
    input wire [31:0] o3,
    output wire [31:0] out
);
assign out =    (ctrl == 2'b00) ? o0 :
                (ctrl == 2'b01) ? o1 :
                (ctrl == 2'b10) ? o2 :
                (ctrl == 2'b11) ? o3 :
                                  o0; 
endmodule
```
`flow/run.sh`:
```
#!/bin/bash
# OpenROAD 26Q1-2900-gdf79404cd8, Yosys 0.63+post, stock flow scripts
make -C /OpenROAD-flow-scripts/flow DESIGN_CONFIG=/design/flow/config.mk WORK_HOME=/design/flow/orfs finish
```
==> impl_metrics.yaml <==
# flow metrics
clock_tree:
  hold_buffers: 0
  post_cts_resized: 0
  cts_setup_buffers: 0
synthesis:
  yosys_area_sq_um: 815
  ys_sh_aoi_pct: 0
  ys_sh_adder_pct: 0
  syn-cell-area_sq_um: 815
  simple_gate_share_pct: 0
  syn_avg_cell_area_sq_um: 20.9
  ys_types: 5
  ys_warn_count: 0
  mux_share_pct: 89.4
  logic_family: "multiplexers"
  ys_cells: 39
  synth_seq_share_pct: 0
  ys_sh_xor_pct: 0
  syn_inst: 39
power:
  combPwrFrac_pct: 100.0
  power.share.sequential_pct: 0
  clock_power_share_pct: 0
  p_int_w: 0.000323
  swShare_pct: 20.2
  peakVddDrop_uv: 55.1
  power.leakage_nw: 0.874
  pwr_density_cell_nw_per_um2: 160
  switchingPower_w: 0.0000817
finish:
  nClkBuffers: 0
  drive_gt1_share_pct: 17.3
  seqCellArea_sq_um: 0
  finalInstanceArea_sq_um: 2530
  fin_cells: 299
  areaGrowthSynthToFinish_pct: 211
  seq_cell_count: 0
global_route:
  track_usage_pct: 10.3
  grt_max_degree: 33
  antenna_found_initial: 0
  grt_pass1_wl_microns: 9020
  grt_pass1_vias: 1396
  grt-ovfl-total: 0
timing:
  finalClockPeriodUsage_pct: 95.9
  hold_viol: 0
  min_period_ns: 2.59
  grt_setup_unrepaired: "no"
  setup_viol_count_final: 0
  worst_slack_ns: 0.110
  worstMarginPinSlew_ns: 0.182
  relSlewSlack_pct: 87.9
  drv_slew: 0
  clock.fmax_ghz: 0.386
  fin_setup_tns_ns: 0
die:
  die_width_microns: 109
  core.rowCount: 32
  io_pins: 162
  initCoreUtil_pct: 10.5
  chipArea_sq_um: 11900
  die_h_microns: 109
  core_sq_um: 7730
placed_design:
  place_congestion: 0.893
  dpl-instance-area_sq_um: 2530
  dp_cells: 299
  place_ws_ns: 0.0828
  dpl.hpwl_microns: 6200
  io_buffers: 162
worst_hold_path:
  min_path_type: "in -> out"
setup_path:
  cp_data_required_time_ns: 2.16
  cp_cell_sequence: "clkdlybuf4s50_1 > buf_12 > mux4_2 > clkdlybuf4s50_1"
  slowest_delay_ns: 0.50
  cp_max_fo: 32
  crit_slowest_cell: "clkdlybuf4s50_1"
  crit_path_end_kind: "output port"
  cp.buffers_inverters: 3
  cp_data_arrival_time_ns: 2.05
  start_kind: "input pin"
  worstSetupPathType: "in -> out"
  cpMostUsedCell: "clkdlybuf4s50_1"
  crit_family: "buffers and inverters"
route:
  wire_per_inst_microns: 22.1
  diodes: 0
  drt_iter0_drc: 29
  drc_errors: 0
  ant_nets: 0
  wl_microns: 6600
  num_vias: 1152
  viasPerCell: 3.85
  firstDrtPassIters: 3
run:
  timing.max_cap.violations: 0
  warnings: 32
run_status:
  outcome: "complete, no violations"
## cell usage after synthesis, drive strengths merged
master | count | area (sq um)
mux4 | 32 | 728
buf | 7 | 86.3
## power by group through the flow
stage / clock network [W] / logic [W] / registers [W]
after CTS: 0 / 0.000414 / 0
after global routing: 0 / 0.000430 / 0
final: 0 / 0.000404 / 0
## cell families after synthesis
| family | count (synthesis) |
|---|---|
| buffers and inverters | 7 |
| multiplexers | 32 |
## worst paths after layout
kind	end	depth (start not counted)	slack, ns	from
max	out[5]	4	0.11	ctrl[0]
min	out[22]	4	2.06	ctrl[1]
## per-stage QoR
| step | power (W) | utilization [%] | hold slack (ns) |
|---|---|---|---|
| finish | 0.000404 | 32.8 | 2.06 |
| global route | 0.000430 | 32.8 | 2.11 |
| CTS | 0.000414 | 32.8 | 2.08 |
| detailed placement | 0.000412 | 32.8 | 2.08 |
| global placement | 0.000414 | 32.8 | 2.08 |
| floorplan | 0.000105 | - | 1.17 |
## cell usage in the layout (no fill, tap or decap)
| master | netlist | final |
|---|---|---|
| mux4_2 | 30 | 30 |
| buf_12 | 3 | 3 |
| mux4_1 | 2 | 2 |
| buf_2 | 3 | 1 |
| clkdlybuf4s50_1 | 0 | 161 |
## tightest hold or removal path, stage by stage
cell and delay, ns:
buf_2 0.14, buf_12 0.16, mux4_2 0.22, clkdlybuf4s50_1 0.46
## routing by layer
| metal | global-route usage [%] | vias to the layer above | share of wire (%) |
|---|---|---|---|
| met5 | 0 | - | 0 |
| met4 | 0.565 | 0 | 0.61 |
| met3 | 2.99 | 2 | 8.0 |
| met2 | 19.9 | 57 | 58 |
| met1 | 11.4 | 567 | 34 |
| li1 | - | 526 | - |
## final cells by class
type / instances / area (sq um)
Timing Repair Buffer: 165 / 1680
Fill cell: 767 / 5190
Multi-Input combinational cell: 32 / 728
Tap cell: 102 / 128
Power is estimated from default activity; no workload was simulated.
